==> /design/flow/design.v <==
module bic(out, en, in, rst);
	output out;
	input [3:0] in;
	input en, rst;
	wire [3:0] bitCounterOut;
	wire bitRst;
	wire bitClk;
	up_counter bitCounter(bitCounterOut, bitClk, bitRst);
	assign bitClk = (in == 4'b0111) ? 1'b1 : 1'b0; 
	assign out = ((bitCounterOut == 4'b0111) && (in == 4'b1111)) ? 1'b1 : 1'b0;
	assign bitRst = (bitCounterOut == 9 || !en) ? 1'b0 : rst;
endmodule
module bic_tr(out, en, clk, rst);
	output reg out;
	input en, clk, rst;
	reg [3:0] counter;
	wire state;
	assign state = en;
	parameter OP_NOP = 0;
	parameter OP_COUNTING = 1;
	always @(posedge clk) begin
		if (!rst) begin
			counter <= 0;
			out <= 0;
		end else begin
			out <= 0;
			case (state)
				OP_NOP: begin
					counter <= 0;
				end
				OP_COUNTING: begin
					counter <= counter + 1;
					if (counter == 10) begin
						out <= 1;
						counter <= 0;
					end
				end
			endcase
		end
	end
endmodule
module bsc(out, en, minorClk, rst);
	output [3:0] out;
	input en, minorClk, rst;
	wire clockRst;
	wire [3:0] clockCounterOut; 
	up_counter clockCounter(clockCounterOut, minorClk, clockRst);
	assign out = clockCounterOut;
	assign clockRst = (en) ? rst : 1'b0;
endmodule
module dflipflop(q, qBar, D, clk, rst);
	input D, clk, rst; 	 
	output q, qBar;		 
	reg q;
	not n1 (qBar, q);	 
	always@ (negedge rst or posedge clk)
	begin
		if(!rst)
			q = 0;
		else
			q = D;
	end
endmodule
module parallel_to_serial(
									data_out,
									data_in,
									counter,
									load,
									clk,
									rst
								); 
	output reg data_out;
	input clk, rst, load; 
	input [7:0] data_in; 
	input [3:0] counter;
	reg [9:0] temp;
	reg [1:0] state;
	wire [9:0] temp_wire;
	assign temp_wire = temp;
	 reg [3:0] count;
	 parameter OP_NOP = 2'b00;
	 parameter OP_COUNTING = 2'b01;
	 always @(posedge clk) begin
		 if (!rst) begin 
	  		 temp <= 10'b0000000000; 
			 data_out <= 0;
			 state <= 0;
			 count <= 0;
		 end else begin
			 case (state)
				 OP_NOP : begin
					data_out <= 0;
					 if (load) begin 
						 temp <= {1'b1, data_in, 1'b0};
						 state <= OP_COUNTING;
					 end
				 end
				 OP_COUNTING: begin
						data_out <= temp[9];
						temp <= temp << 1;
						count <= count + 1;
						if (count == 9) begin
							state <= OP_NOP;
							count <= 0;
						end 
				end
			endcase
		end
	end		
endmodule 
module transmitter(
							data_out,
							character_sent,
							data_in,
							load,
							transmit_enable,
							minorClk,
							majorClk,
							rst
						);
	output data_out;
	output character_sent;
	input [7:0] data_in;
	input load;
	input transmit_enable;
	input minorClk, majorClk, rst;
	wire [3:0] counter;
	parallel_to_serial pts(
				.data_out(data_out),
				.data_in(data_in),
				.counter(counter),
				.load(load),
				.clk(majorClk),
				.rst(rst)
	);
	bsc bsc(
		.out(counter), 
		.en(transmit_enable), 
		.minorClk(minorClk), 
		.rst(rst)
	);
	bic_tr bic(
		.out(character_sent), 
		.en(transmit_enable), 
		.clk(majorClk), 
		.rst(rst)
	);
endmodule
module up_counter(out, clk, rst);
	output [3:0] out;
	input clk, rst;
	wire q0_bar, q1_bar, q2_bar, q3_bar;
	dflipflop dff0(out[0], q0_bar, q0_bar, clk, rst);
	dflipflop dff1(out[1], q1_bar, q1_bar, q0_bar, rst);
	dflipflop dff2(out[2], q2_bar, q2_bar, q1_bar, rst);
	dflipflop dff3(out[3], q3_bar, q3_bar, q2_bar, rst);
endmodule
==> /design/flow/run.sh <==
#!/bin/bash
# OpenROAD 26Q1-2900-gdf79404cd8, Yosys 0.63+post, stock flow scripts
make -C /OpenROAD-flow-scripts/flow DESIGN_CONFIG=/design/flow/config.mk WORK_HOME=/design/flow/orfs finish
==> /design/flow/config.mk <==
export PLATFORM = sky130hd
export DESIGN_NAME = transmitter
export DESIGN_NICKNAME = transmitter
export VERILOG_FILES = /design/flow/design.v
export SDC_FILE = /design/flow/constraint.sdc
export NUM_CORES = 4
export LEC_CHECK = 1
export CORE_AREA = 10 10 80 80
export DIE_AREA = 0 0 90 90
==> /design/flow/constraint.sdc <==
current_design transmitter

set clk_period 2.9
set clk_io_pct 0.2

create_clock -name clk0 -period $clk_period [get_ports {majorClk}]

set non_clock_inputs [all_inputs -no_clocks]
set_input_delay [expr $clk_period * $clk_io_pct] -clock clk0 $non_clock_inputs
set_output_delay [expr $clk_period * $clk_io_pct] -clock clk0 [all_outputs]
==> flow_summary_export.csv <==
group,metric,value,unit
yosys,syn_avg_cell_area,9.93,sq um
clocking,cts_tree,"built",
global_route,grt_use_total,4.04,%
sta,finalHoldViolations,0,
sta,slew_headroom,52.1,%
placement,placed_cell_area,1110,sq um
critical_path,critPathKind,"input pin to flop",
detailed_routing,drc,0,
clocking,postCtsResizedCells,0,
yosys,synth-main-ff-cell,"dfxtp_1",
global_route,grt_pass1_wl,2860,um
cells_and_area,final_area,1150,sq um
floorplanning,core.rowCount,25,
yosys,ys_async_sr_fraction,0,%
yosys,synth_seq_share,45.0,%
critical_path,start_kind,"input pin",
clocking,post_cts_buffers,0,
clocking,clockRootBuffer,"clkbuf_8",
detailed_routing,dr_total_vias,658,
global_route,use_met2,6.17,%
global_route,grt_max_degree,20,
detailed_routing,first_pass_iters,2,
yosys,ys_cells,94,
pwr,power,0.574,mW
global_route,met1_usage,5.62,%
clocking,insertion_delay,0.25,ns
floorplanning,core-area,4720,sq um
sta,setup_viol,0,
clocking,clk_pin_slew,0.07,ns
yosys,ys.flops,21,
floorplanning,die_x,90,um
global_route,grt_pass1_vias,618,
run_status,status,"finished clean",
flow_run,tool_warnings,27,
critical_path,cp_data_arrival_time,1.85,ns
sta,fin_crit,1.70,ns
floorplanning,dieArea,8100,sq um
clocking,cts_buffers,3,
sta,drv_slew,0,
yosys,synth_area,933,sq um
yosys,ys_chip_area,933,sq um
sta,max_clock_freq,587,MHz
pwr,ir_worst_vdd,0.172,mV
cells_and_area,area_growth_syn_to_layout,23.6,%
pwr,p_leak,0.483,nW
worst_hold_path,hold_class,"flop to flop",
cells_and_area,layout-drive-gt1-share,4.72,%
yosys,synth.distinct_cells,30,
detailed_routing,wire_per_inst,9.59,um
placement,post-place-ws,0.937,ns
clocking,h-tree-depth,1,
global_route,grt_util_met3,1.17,%
cells_and_area,finalNonFillerCells,173,
yosys,edf_count,0,
critical_path,cp-end-kind,"flop",
sta,fin_worst_skew,0.00175,ns
detailed_routing,diodes,0,
placement,dp_hpwl,1230,um
flow_run,cap_viol_max_count,0,
sta,period_used_share,58.7,%
yosys,synth_cells,94,
detailed_routing,drt_iter0_drc,38,
critical_path,crit_fanout,19,
detailed_routing,drt-total-wl,1660,um
global_route,overflow,0,
sta,tns,0,ns
sta,worstMarginPinSlew,0.717,ns
sta,setup_slack,1.20,ns
clocking,ctsLongestPathBuffers,2,
pwr,pwr_density_cell,497,nW/um^2
sta,rsz0062_at_grt,"no",
clocking,clock_sinks,21,
floorplanning,fp.dieH,90,um
clocking,hold_buffers,0,
detailed_routing,ant_nets,0,
placement,gp_congestion,0.752,
floorplanning,pin_count,15,
critical_path,critPathRequiredTime,3.05,ns
placement,port-buffer-count,13,
placement,dp.cells,169,
floorplanning,fp_util,19.8,%
global_route,antenna_found_initial,0,
detailed_routing,viasPerCell,3.80,
yosys,yosysWarnings,3,
global_route,busiest_layer,"met2",
==> metrics by stage <==
| step | hold WS, ns | util [%] |
|---|---|---|
| 6_report | 0.470 | 24.4 |
| 4_1_cts | 0.474 | 24.4 |
| 2_1_floorplan | 0.430 | - |
| 3_5_place_dp | 0.454 | 23.5 |
| 5_1_grt | 0.489 | 24.4 |
| 3_3_place_gp | 0.438 | 23.5 |
==> cells by family after synthesis <==
family                     Yosys count  share of synthesized area (%)
muxes                                8                           9.12
adders and majority gates            2                           2.68
DFF                                 21                           45.0
and+or+nand+nor                     33                           18.8
buffers and inverters                8                           5.36
AOI/OAI and AO/OA                   18                           15.3
xor gates and xnor gates             4                           3.75
==> worst max-delay path, stage by stage <==
cell and delay, ns:
clkdlybuf4s50_1 0.73, and3_1 0.33, a31o_2 0.20
==> path summary, 6_finish.rpt <==
kind / from / endpoint / slack, ns / cells past startpoint
hold reg to reg: pts.temp[9]$_SDFFE_PN0P_ / pts.temp[9]$_SDFFE_PN0P_ / 0.47 / 1
setup reg to reg: pts.state[1]$_DFF_P_ / pts.count[1]$_SDFFE_PN0P_ / 1.39 / 3
setup / recovery: rst / pts.temp[1]$_SDFFE_PN0P_ / 1.20 / 3
hold / removal: pts.temp[9]$_SDFFE_PN0P_ / pts.temp[9]$_SDFFE_PN0P_ / 0.47 / 1
==> registers in the layout (all words and copies together) (netlist names) <==
name / count
bic.out: 1
pts.temp: 9
pts.count: 4
pts.data_out: 1
bic.counter: 4
pts.state: 2
==> power breakdown <==
group	internal (mW)	switching, mW	total, mW
logic	0.0408	0.0258	0.0665
registers	0.307	0.0181	0.325
clock network	0.0975	0.0848	0.182
total	0.445	0.129	0.574
==> cell type report <==
type | instances | area, sq um
Multi-Input combinational cell | 65 | 463
Inverter | 3 | 11.3
Tap cell | 67 | 83.8
Clock buffer | 4 | 45.0
Sequential cell | 21 | 420
Fill cell | 496 | 3570
Timing Repair Buffer | 13 | 130
==> placed cells by master (no fill, tap or decap), drive strengths merged <==
cell	n
xnor2	2
a31o	1
clkdlybuf4s50	13
nor2	5
nor3b	1
or3	1
xor2	2
a22oi	1
mux2i	7
nand2	10
dfxtp	21
nand4bb	1
inv	3
o31a	1
and4b	1
nand3b	1
a21oi	1
nor2b	6
clkbuf	4
o211a	7
ha	2
mux2	1
nand3	4
o21ai	4
o21a	1
a21boi	2
and3	1
and2	2
==> per-layer routing <==
metal	part of all wire [%]	wire length, um
met4	1.3	22
met5	0	0
met2	41	674
met3	4.6	76
met1	53	886
==> cells in the mapped netlist (3+ instances only) <==
cell,n,share of area (%)
dfxtp_1,21,45
nand2_1,10,4.0
mux2i_1,7,7.5
o211a_1,7,7.5
nor2b_1,6,4.0
nor2_1,5,2.0
nand3_1,4,2.1
o21ai_0,4,2.1
inv_1,3,1.2
No activity file was given, so power comes from the tool's default toggle rates.
