File: design/flow/config.mk
export PLATFORM = sky130hd
export DESIGN_NAME = clock_divider
export DESIGN_NICKNAME = clock_divider
export VERILOG_FILES = /design/flow/design.v
export SDC_FILE = /design/flow/constraint.sdc
export NUM_CORES = 4
export LEC_CHECK = 1
export CORE_UTILIZATION = 30
File: design/flow/constraint.sdc
current_design clock_divider

set clk_period 5.4
set clk_io_pct 0.2

create_clock -name clk0 -period $clk_period [get_ports {clk}]

set non_clock_inputs [all_inputs -no_clocks]
set_input_delay [expr $clk_period * $clk_io_pct] -clock clk0 $non_clock_inputs
set_output_delay [expr $clk_period * $clk_io_pct] -clock clk0 [all_outputs]
File: design/flow/design.v
module clock_divider (divided_clocks, clk);
	input clk;  
	output reg [31:0] divided_clocks;  
	initial
	divided_clocks = 0;
	always @(posedge clk)
		divided_clocks = divided_clocks + 1;
endmodule 
File: design/flow/run.sh
#!/bin/bash
# OpenROAD 26Q1-2900-gdf79404cd8, Yosys 0.63+post, stock flow scripts
make -C /OpenROAD-flow-scripts/flow DESIGN_CONFIG=/design/flow/config.mk WORK_HOME=/design/flow/orfs finish
==> impl_metrics.toml <==
# implementation run metrics
[global_routing]
grt_pass1_vias = 912
overflow = 0
grt_max_degree = 12
antenna_found_initial = 0
grt_pass1_wl_um = 4080
grt_usage = 0.117

[finish]
seqCellArea_um2 = 641
comb_area_um2 = 634
drive_gt1_frac = 0.105
fillers = 388
largest_register_ffs = 32
utilization = 0.431
fin_area_um2 = 1770
area_growth_syn_to_layout_pct = 34.4

[floorplanning]
ios = 33
die_h_um = 68.3
die_x_um = 68.3
chipArea_um2 = 4660
core_area_um2 = 4120
fp_util = 0.320
rows = 23

[routing]
drcViolationCount = 0
viasPerCell = 4.65
wl_met2_um = 1060
wl_met3_um = 145
routed_wl_um = 2430
dr.pass1.iters = 4
top_layer = "met4"
insertedDiodeCount = 0
vias = 985
post_drt_wl_per_cell_um = 11.5
ant_nets = 0
drt_iter0_drc = 45
drt-met1-wl_um = 1190

[critical_path]
crit_path_end_kind = "primary output"
worstSetupPathDepth = 1
critPathBufInv = 1
crit_type = "reg -> out"
cp_slowest_stage_delay_ns = 0.50
crit_chain = "clkdlybuf4s50_1"
ff2ff_setup_slack_ns = 3.54
cp-start-kind = "flip-flop"
crit_start = "divided_clocks[2]$_DFF_P_"
worstPathArrival_ns = 1.21
cp_top_family = "buffers and inverters"
path_max_fanout = 6
required_ns = 4.32
critPathCapture = "divided_clocks[2]"
cpMaxStageDelayCell = "clkdlybuf4s50_1"
r2r-start = "divided_clocks[0]$_DFF_P_"
timing.rr.end = "divided_clocks[24]$_DFF_P_"
reg2regPathDepth = 5

[synth]
synthesis.area_um2 = 1320
yosysWarningCount = 1
synth.avg_cell_area_um2 = 10.4
ff_type = "dfxtp_1"
synth_top_area_share = 0.486
ys_seq_share = 0.486
synth.distinct_cells = 24
top_cells_by_count = "dfxtp_1 (32), xor2_1 (20), nand3_1 (10), xnor2_1 (10), nand2_1 (9)"
edf_count = 0
ys.flops = 32
yosysChipArea_um2 = 1320
ys_cells = 127
synthTopCellsByArea = "dfxtp_1 (49%), xor2_1 (13%), xnor2_1 (6.6%)"
synth_cells = 127
yosysTopAreaCell = "dfxtp_1"
most_common_cell = "dfxtp_1"
synth-async-reset-ratio = 0

[sta]
slew_headroom = 0.619
worst_pin_slew_ns = 0.570
fin_crit_ns = 2.29
fmax_mhz = 436
finClkSkew_ns = 0.00539
setup_viol = 0
rsz0062_at_grt = "false"
timing.final.crit_share = 0.425
setup_tns_ns = 0
drv_slew = 0
timing_hold_violations_final = 0

[cts]
cts-buffers-inserted = 5
cts_tree = "built"
clock-sinks = 32
htreeDepth = 2
cts_buffer_depth = 2
cts_root_buffer = "clkbuf_8"
clkTransAtPathRegs_ns = 0.06
clk_latency_ns = 0.28
cts.repair.resized = 0
cts_setup_buffers = 0
holdBufCountCts = 0

[placed_design]
place_area_um2 = 1680
io_buffers = 32
dp_hpwl_um = 1680
routabilityCongestion = 0.714

[outcome]
outcome = "finished, final reports clean"

[power_and_ir_drop]
peakVddDrop_mv = 0.113
combPwrFrac = 0
p_per_area_nw_per_um2 = 243
total_power_uw = 431
switchingPower_uw = 81.8
power_switching_share = 0.190
power_leakage_uw = 0.000709
pwr-share-clk = 0.453
power_frac_seq = 0.547
p_int_uw = 349

[job]
maxCapViolCount = 0
warnings = 25

[min_path]
min_path_type = "reg -> reg"
==> power by group through the flow <==
stage / clock network, µW / logic [µW] / registers, µW
6_report: 195 / 0.000401 / 236
4_1_cts: 200 / 0.000401 / 236
5_1_grt: 214 / 0.000401 / 236
==> how the worst min path moves through the flow <==
stage	startpoint	endpoint	slack [ns]	cells after the start
4_1_cts	divided_clocks[0]$_DFF_P_	divided_clocks[0]$_DFF_P_	0.45	1
5_1_grt	divided_clocks[0]$_DFF_P_	divided_clocks[0]$_DFF_P_	0.48	1
6_report	divided_clocks[0]$_DFF_P_	divided_clocks[0]$_DFF_P_	0.46	1
==> cells in the final DEF, fill, tap and decap left out <==
cell type / netlist / layout
dfxtp_1: 32 / 32
clkdlybuf4s50_1: 0 / 32
xor2_1: 20 / 20
nand3_1: 10 / 10
xnor2_1: 10 / 10
nand2_1: 9 / 9
clkbuf_8: 0 / 7
nor2_1: 6 / 6
nor4_2: 5 / 5
inv_1: 5 / 5
and4_1: 4 / 4
nor4_1: 4 / 4
nor3_1: 4 / 4
nand4_1: 3 / 3
nand3_2: 2 / 2
and3_1: 2 / 2
or3_4: 1 / 1
or3_1: 1 / 1
nor4_4: 1 / 1
nor3b_1: 1 / 1
nand2b_1: 1 / 1
or2_2: 1 / 1
ha_1: 1 / 1
==> layout make-up <==
cell class | count | area share
Inverter | 5 | 0.0106
Sequential cell | 32 | 0.361
Timing Repair Buffer | 32 | 0.181
Multi-Input combinational cell | 86 | 0.358
Tap cell | 50 | 0.0353
Clock buffer | 7 | 0.0543
==> metrics by stage <==
stage	instances	hold WS [ns]	worst slack, ns
2_1_floorplan	127	0.394	3.83
3_3_place_gp	205	0.423	3.42
3_5_place_dp	205	0.430	3.42
4_1_cts	212	0.447	3.10
5_1_grt	212	0.482	3.05
6_report	212	0.456	3.11
==> per-layer routing <==
layer | track usage | vias up
met3 | 0.0372 | 4
met2 | 0.178 | 30
met4 | 0.0234 | 0
met5 | 0 | -
met1 | 0.165 | 447
li1 | - | 504
==> logic make-up (layout without fill, tap and decap cells) <==
kind of cell / count (synthesis) / in the layout / synth area share
xor gates and xnor gates: 30 / 30 / 0.199
adders and majority gates: 1 / 1 / 0.00949
buffers and inverters: 9 / 44 / 0.0332
DFF: 32 / 32 / 0.486
and+or+nand+nor: 55 / 55 / 0.272
Power is estimated from default activity; no workload was simulated.
