## ./constraint.sdc

```tcl
current_design receiver

set clk_period 1.4
set clk_io_pct 0.2

create_clock -name clk0 -period $clk_period [get_ports {majorClk}]
create_clock -name clk1 -period $clk_period [get_ports {minorClk}]

set non_clock_inputs [all_inputs -no_clocks]
set_input_delay [expr $clk_period * $clk_io_pct] -clock clk0 $non_clock_inputs
set_output_delay [expr $clk_period * $clk_io_pct] -clock clk0 [all_outputs]
```

## ./config.mk

```make
export PLATFORM = sky130hd
export DESIGN_NAME = receiver
export DESIGN_NICKNAME = receiver
export VERILOG_FILES = /design/flow/design.v
export SDC_FILE = /design/flow/constraint.sdc
export NUM_CORES = 4
export LEC_CHECK = 1
export CORE_AREA = 10 10 96 96
export DIE_AREA = 0 0 106 106
```

## ./run.sh

```bash
#!/bin/bash
# OpenROAD 26Q1-2900-gdf79404cd8, Yosys 0.63+post, stock flow scripts
make -C /OpenROAD-flow-scripts/flow DESIGN_CONFIG=/design/flow/config.mk WORK_HOME=/design/flow/orfs finish
```

## ./design.v

```verilog
module bic(out, en, in, rst);
	output out;
	input [3:0] in;
	input en, rst;
	wire [3:0] bitCounterOut;
	wire bitRst;
	wire bitClk;
	up_counter bitCounter(bitCounterOut, bitClk, bitRst);
	assign bitClk = (in == 4'b0111) ? 1'b1 : 1'b0; 
	assign out = ((bitCounterOut == 4'b0111) && (in == 4'b1111)) ? 1'b1 : 1'b0;
	assign bitRst = (bitCounterOut == 9 || !en) ? 1'b0 : rst;
endmodule
module bic_tr(out, en, clk, rst);
	output reg out;
	input en, clk, rst;
	reg [3:0] counter;
	wire state;
	assign state = en;
	parameter OP_NOP = 0;
	parameter OP_COUNTING = 1;
	always @(posedge clk) begin
		if (!rst) begin
			counter <= 0;
			out <= 0;
		end else begin
			out <= 0;
			case (state)
				OP_NOP: begin
					counter <= 0;
				end
				OP_COUNTING: begin
					counter <= counter + 1;
					if (counter == 10) begin
						out <= 1;
						counter <= 0;
					end
				end
			endcase
		end
	end
endmodule
module bsc(out, en, minorClk, rst);
	output [3:0] out;
	input en, minorClk, rst;
	wire clockRst;
	wire [3:0] clockCounterOut; 
	up_counter clockCounter(clockCounterOut, minorClk, clockRst);
	assign out = clockCounterOut;
	assign clockRst = (en) ? rst : 1'b0;
endmodule
module dflipflop(q, qBar, D, clk, rst);
	input D, clk, rst; 	 
	output q, qBar;		 
	reg q;
	not n1 (qBar, q);	 
	always@ (negedge rst or posedge clk)
	begin
		if(!rst)
			q = 0;
		else
			q = D;
	end
endmodule
module receiver(data_out, character_received, data_in, minorClk, majorClk, rst);
	output [7:0] data_out;
	output character_received;
	input data_in;
	input minorClk, majorClk, rst;
	wire [3:0] sample;
	wire character_received;
	wire start_bit_detected;
	serial_to_parallel stp(
							.data_out(data_out), 
							.data_in(data_in), 
							.sample(sample), 
							.clk(minorClk), 
							.rst(rst)
						);
	start_bit_detect sbd(
						.en(start_bit_detected), 
						.data(data_in), 
						.clk(majorClk), 
						.rst(rst)
	);
	bsc bsc(
				.out(sample), 
				.en(start_bit_detected), 
				.minorClk(minorClk), 
				.rst(rst)
	);
	 bic bic(
			.out(character_received), 
			.en(start_bit_detected), 
			.in(sample), 
		   .rst(rst)
	 );
endmodule
module serial_to_parallel(data_out, data_in, sample, clk, rst);
	output reg [7:0] data_out;
	input [3:0] sample;
	input data_in, clk, rst; 
	always @(posedge clk) begin
		if (!rst) begin
			data_out <= 8'b0;
		end else begin
			if (sample == 6) begin
				data_out <= data_out << 1;
				data_out[0] <= data_in;
			end
		end
	end
endmodule
module start_bit_detect(en, data, clk, rst);
	output reg en;
	input data;
	input clk, rst;
	reg [3:0] counter;
	reg state;
	parameter OP_NOP = 1'b0;
	parameter OP_COUNTING = 1'b1;
	always @(posedge clk) begin
		if (!rst) begin
			en = 0;
			counter = 0;
			state = 0;
		end else begin
			case (state)
				OP_NOP: begin
					en = 0;
					counter = 0;
					if (data) state = OP_COUNTING;
				end
				OP_COUNTING: begin
					en = 1;
					counter = counter + 1;
					if (counter == 8) state = OP_NOP;
				end
			endcase
		end
	end
endmodule
module up_counter(out, clk, rst);
	output [3:0] out;
	input clk, rst;
	wire q0_bar, q1_bar, q2_bar, q3_bar;
	dflipflop dff0(out[0], q0_bar, q0_bar, clk, rst);
	dflipflop dff1(out[1], q1_bar, q1_bar, q0_bar, rst);
	dflipflop dff2(out[2], q2_bar, q2_bar, q1_bar, rst);
	dflipflop dff3(out[3], q3_bar, q3_bar, q2_bar, rst);
endmodule
```

==> flow_summary.json <==
{
  "status": "completed",
  "ff2ff_setup_slack_ns": 0.06,
  "synth_cells": 68,
  "vias": 515,
  "numPortBuffers": 11,
  "switchingPower_mw": 0.182,
  "top_cell": "dfxtp_1",
  "critPathKind": "reg2out",
  "hold_class": "reg2async",
  "setup.worst_path.start_class": "flop",
  "hold_viol": 0,
  "ir_drop_uv": 270,
  "rr_startpoint": "bsc.clockCounter.dff0.q$_DFF_PN0_",
  "slowest_stage": "clkdlybuf4s50_1",
  "synth_cell_types": 22,
  "overflow": 0,
  "slew_headroom_pct": 85.7,
  "logic_family": "simple AND/OR/NAND/NOR gates",
  "synth.cellmix.simpleShare_pct": 15.4,
  "synth-xor-area-share_pct": 2.20,
  "setup_tns_ns": 0,
  "hpwl_um": 1180,
  "swShare_pct": 17.9,
  "layout-drive-gt1-share_pct": 23.6,
  "synth_warnings": 7,
  "fa_ha_area_share_pct": 3.14,
  "row_count": 31,
  "rsz0062_at_grt": "no",
  "coreArea_um2": 7210,
  "worstReg2RegEnd": "stp.data_out[5]$_SDFFE_PN0N_",
  "synth.avg_cell_area_um2": 11.7,
  "critPathCapture": "data_out[1]",
  "p_leak_nw": 0.451,
  "syn_to_final_growth_pct": 48.2,
  "io_pins": 13,
  "finClkSkew_ns": 0.00267,
  "clkSlewWorstSetupHoldPaths_ns": 0.05,
  "setup_violations": 0,
  "common_cells": "dfxtp_1 (14), inv_1 (9), mux2i_1 (8), nor2b_1 (8), dfrtn_1 (7)",
  "track_usage_pct": 2.85,
  "die-area_um2": 11200,
  "crit_cells": 1,
  "combPwrFrac_pct": 2.9,
  "pwr-share-seq_pct": 43.2,
  "drc": 0,
  "antenna_found_initial": 0,
  "internal_power_mw": 0.835,
  "top_cell_area_share_pct": 35.2,
  "grt_pass1_vias": 570,
  "edf_count": 0,
  "p_per_area_nw_per_um2": 861,
  "maxSlewViolCount": 0,
  "untimed_endpoints": 7,
  "grt_max_degree": 9,
  "chipWidth_um": 106,
  "routed_via_density": 2.74,
  "synthMuxAreaShare_pct": 10.0,
  "worst_ep_arrival_time_ns": 1.06,
  "yosys.area.top_type": "dfxtp_1",
  "cap_violations": 0,
  "fp.dieH_um": 106,
  "ys_chip_area_um2": 797,
  "synth-async-reset-ratio_pct": 36.4,
  "log.warning_count": 27,
  "topCellsByArea": "dfxtp_1 (35%), dfrtn_1 (22%), mux2i_1 (10%)",
  "first_pass_iters": 2,
  "clockPowerShare_pct": 53.9,
  "r2r_cells": 5,
  "fin_cells": 188,
  "synth_seq_share_pct": 60.3,
  "cp.required_ns": 1.12,
  "antenna_cells": 0,
  "gp_routability_congestion": 0.712,
  "drt_wl_total_um": 1500,
  "fp_util_pct": 11.0,
  "worst_path_largest_cell_delay_ns": 0.48,
  "synth_area_um2": 797,
  "yosys_cells": 68,
  "hold-worst-slack_ns": 0.0925,
  "cts_setup_buffers": 0,
  "worstSetupStartpoint": "stp.data_out[1]$_SDFFE_PN0N_",
  "drtIter0Drc": 36,
  "ys_ff": 22,
  "ys_sh_aoi_pct": 2.83,
  "crit_fanout": 3,
  "unclocked_regs": 7,
  "crit_family": "buffers and inverters",
  "synthFlopType": "dfxtp_1",
  "worst_pin_slew_ns": 0.213,
  "cp_num_buf_inv": 1,
  "path_cells": "clkdlybuf4s50_1",
  "grt_first_pass_wirelength_um": 2620,
  "wire_per_inst_um": 7.97,
  "cp-end-kind": "output port",
  "ant_nets": 0,
  "cts_tree": "yes",
  "place_inst": 181
}
==> power by group through the flow <==
stage	Clock [mW]	Combinational [mW]	Sequential [mW]
finish	0.548	0.0294	0.440
global route	0.600	0.0338	0.440
CTS	0.572	0.0307	0.439
==> metal layers <==
layer	global-route usage [%]	share of wire, %	vias up
met4	1.45	5.2	0
met1	3.00	43	238
met5	0	0	-
met2	4.46	44	13
met3	1.65	7.6	4
li1	-	-	260
==> sequential cells by signal (all words and copies together) (netlist names) <==
register / flops
stp.data_out: 8
sbd.counter: 4
bic.bitCounter.dff0.q: 1
bic.bitCounter.dff1.q: 1
bic.bitCounter.dff2.q: 1
bic.bitCounter.dff3.q: 1
bsc.clockCounter.dff0.q: 1
bsc.clockCounter.dff1.q: 1
bsc.clockCounter.dff2.q: 1
bsc.clockCounter.dff3.q: 1
sbd.en: 1
sbd.state: 1
==> how the worst min path moves through the flow <==
stage / end / cells after the start
final: bsc.clockCounter.dff0.q$_DFF_PN0_ / 1
after global routing: bsc.clockCounter.dff0.q$_DFF_PN0_ / 1
after CTS: bsc.clockCounter.dff0.q$_DFF_PN0_ / 1
==> cell type report <==
| type | instances | area [um2] |
|---|---|---|
| Sequential cell | 22 | 487 |
| Clock buffer | 7 | 86.3 |
| Timing Repair Buffer | 16 | 165 |
| Tap cell | 99 | 124 |
| Fill cell | 815 | 6030 |
| Multi-Input combinational cell | 35 | 285 |
| Inverter | 9 | 33.8 |
==> per-stage QoR <==
step	cell area, um2	setup WS (ns)	power [mW]	utilization [%]
finish	1180	0.0604	1.02	16.4
global route	1180	0.00515	1.07	16.4
CTS	1160	0.0337	1.04	16.1
detailed placement	1070	0.00788	0.477	14.8
global placement	1070	0.0391	0.477	14.8
floorplan	797	0.273	0.461	-
==> cell usage in the layout (no fill, tap or decap) <==
master           count
clkbuf_8             6
dfrtp_1              1
buf_12               1
dfxtp_1              9
dlygate4sd2_1        1
nand2_1              1
clkdlybuf4s50_1      9
nand2b_1             1
and2_1               1
nand3_1              2
mux2i_1              6
xor2_1               1
buf_6                1
dfxtp_2              5
and3_1               1
and4bb_1             1
nor2b_1              8
dlymetal6s2s_1       1
o41a_1               1
nand3_2              1
nand4_1              1
nor3_2               1
ha_1                 2
buf_4                3
dfrtn_1              7
xnor2_1              1
nor2_1               3
inv_1                9
mux2i_2              2
o221a_2              1
clkbuf_1             1
==> cells by family (layout without fill, tap and decap cells) <==
family                     count (synthesis)  in the layout
and+or+nand+nor                           21             21
adders and majority gates                  2              2
xor gates and xnor gates                   2              2
muxes                                      8              8
AOI/OAI and AO/OA                          2              2
DFF                                       22             22
buffers and inverters                     11             32
==> what timing repair did <==
item / in CTS / in global routing
hold buffers: 0 / 0
pin swaps: 0 / 2
resized: 4 / 8
setup endpoints to repair: 2 / 7
No activity file was given, so power comes from the tool's default toggle rates.
